`flow/design.v`:
```
module mec_8255(
input        Reset,
inout [7:0]  d,
inout [7:0] Pa,
inout [7:0] Pb,
inout [7:0] Pc,
input [1:0]  A,
input        Cs_n,
input        Wr_n,
input        Rd_n
);
reg [7:0] Pa_reg;
reg [7:0] Pb_reg;
reg [7:0] Pc_reg;
reg [7:0] Pa_p;
reg [7:0] Pb_p;
reg [7:0] Pc_p;
reg [7:0] Pctrl_reg1;
reg [7:0] d_int;
assign d = (ctrl == 1'b0) ? 8'hZZ : d_int;
assign ctrl = ~Cs_n & ~Rd_n & Wr_n;
assign Pa = Pa_p;
assign Pb = Pb_p;
assign Pc = Pc_p;
always @(negedge Cs_n)
begin
    if(~Wr_n & Rd_n & A[1:0] == 2'b00)
        Pa_reg <= d;
    if(~Wr_n & Rd_n & A[1:0] == 2'b01)
        Pb_reg <= d;
    if(~Wr_n & Rd_n & A[1:0] == 2'b10)
        Pc_reg <= d;    
    if(~Wr_n & Rd_n & A[1:0] == 2'b11)
        Pctrl_reg1 <= d;
end
always @(*)
begin
    if(~Pctrl_reg1[4] & Pctrl_reg1[6:5] == 2'b00)
       Pa_p = Pa_reg;
end
always @(*)
begin
    if(~Pctrl_reg1[1] & ~Pctrl_reg1[2])
       Pb_p = Pb_reg;
end
always @(*)
begin
    if(~Pctrl_reg1[0] & ~Pctrl_reg1[2])
       Pc_p[3:0] = Pc_reg[3:0];
end
always @(*)
begin
    if(~Pctrl_reg1[3] & Pctrl_reg1[6:5] == 2'b00)
       Pc_p[7:4] = Pc_reg[7:4];
end
always @(*)
begin
    if(A[1:0] == 2'b00 & Pctrl_reg1[4])
       d_int = Pa;
    else if(A[1:0] == 2'b01 & Pctrl_reg1[1])
       d_int = Pb;
    else if(A[1:0] == 2'b10)
    begin
        if(Pctrl_reg1[0])
          d_int[3:0] = Pc[3:0];
        else
          d_int[3:0] = 4'hX;
        if(Pctrl_reg1[3])
          d_int[7:4] = Pc[7:4];
        else
          d_int[7:4] = 4'hX;
    end
    else
        d_int[7:0] = 8'hXX;
end
endmodule
```
`flow/run.sh`:
```
#!/bin/bash
# OpenROAD 26Q1-2900-gdf79404cd8, Yosys 0.63+post, stock flow scripts
make -C /OpenROAD-flow-scripts/flow DESIGN_CONFIG=/design/flow/config.mk WORK_HOME=/design/flow/orfs finish
```
`flow/config.mk`:
```
export PLATFORM = sky130hd
export DESIGN_NAME = mec_8255
export DESIGN_NICKNAME = mec_8255
export VERILOG_FILES = /design/flow/design.v
export SDC_FILE = /design/flow/constraint.sdc
export NUM_CORES = 4
export LEC_CHECK = 1
export CORE_UTILIZATION = 40
```
`flow/constraint.sdc`:
```
current_design mec_8255

set clk_period 1.9
set clk_io_pct 0.2

create_clock -name clk0 -period $clk_period [get_ports {Cs_n}]

set non_clock_inputs [all_inputs -no_clocks]
set_input_delay [expr $clk_period * $clk_io_pct] -clock clk0 $non_clock_inputs
set_output_delay [expr $clk_period * $clk_io_pct] -clock clk0 [all_outputs]
```
==> flow_summary_export.csv <==
group,metric,value,unit
synthesis,top_logic_kind,"simple AND/OR/NAND/NOR gates",
clock_tree,htreeDepth,2,
synthesis,ys_cells,97,
synthesis,synthCells,97,
synthesis,ys_chip_area,1556,µm²
synthesis,synthAoiAreaFrac,7.074,%
floorplan,dieWidth,64.38,µm
synthesis,synth_cell_types,17,
synthesis,adder_share,0,%
sta,unclocked_pins,24,
synthesis,yosys_warnings,3,
clock_tree,numCtsBuffers,5,
outcome,lastStage,"clock tree synthesis (4_1_cts)",
synthesis,synth-seq-cells,55,
outcome,tool.error,"[error] [KeplerFormal.cpp:679] Workflow failed: Iso has multiple drivers: .Pa0, Pa[0]$_DLATCH_P_.Q0",
synthesis,ys_sh_simple,8.521,%
placed_design,io_buffers,4,
synthesis,mux_share,0,%
clock_tree,clock-root-buffer,"clkbuf_8",
synthesis,top_cells_by_area,"edfxtp_1 (60%), dlxtp_1 (23%), a2bb2oi_1 (4.5%)",
clock_tree,cts-resized-gates,38,
outcome,outcome,"stopped before the end",
floorplan,rows,22,
placed_design,hpwl,2105,µm
placed_design,place.gp.congestion,0.8269,
clock_tree,cts_buffer_depth,2,
clock_tree,cts_hold_buffers,0,
synthesis,synth_top_area_share,59.81,%
sta,untimed_endpoints,48,
placed_design,dpl_worst_slack,-1124,ps
synthesis,synth.largest_area_cell,"edfxtp_1",
synthesis,syn_area,1556,µm²
synthesis,xor_share,0,%
floorplan,die_h,64.38,µm
synthesis,avgSynthCellArea,16.05,µm²
floorplan,io_pins,38,
floorplan,fp_util,42.20,%
clock_tree,cts_setup_buffers,8,
[stage by stage]
step / area (µm²) / std cells / utilization, %
2_1_floorplan: 1602 / 97 / -
3_3_place_gp: 1836 / 169 / 49.76
3_5_place_dp: 1836 / 169 / 49.76
[cell families after synthesis]
group,Yosys count
AND-OR/OR-AND,16
buffers and inverters,3
flip-flops,31
latches,24
AND/OR/NAND/NOR,23
[synthesized netlist by cell type (all sizes together)]
library cell	instances
buf	2
and3b	2
dlxtp	24
nor3b	2
nor2	4
a2bb2oi	8
edfxtp	31
inv	1
nand2	10
nor3	2
a21oi	8
and3	1
nor2b	1
nand3b	1
