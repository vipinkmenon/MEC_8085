--- flow/config.mk ---
export PLATFORM = sky130hd
export DESIGN_NAME = proc_8085_top
export DESIGN_NICKNAME = proc_8085_top
export VERILOG_FILES = /design/flow/design.v
export SDC_FILE = /design/flow/constraint.sdc
export NUM_CORES = 4
export LEC_CHECK = 1
export CORE_AREA = 10 10 76 76
export DIE_AREA = 0 0 86 86
--- flow/constraint.sdc ---
current_design proc_8085_top

set clk_period 2.3
set clk_io_pct 0.2

create_clock -name clk0 -period $clk_period [get_ports {clock}]

set non_clock_inputs [all_inputs -no_clocks]
set_input_delay [expr $clk_period * $clk_io_pct] -clock clk0 $non_clock_inputs
set_output_delay [expr $clk_period * $clk_io_pct] -clock clk0 [all_outputs]
--- flow/design.v ---
`timescale 1ns / 1ps
module decoder(
    input         clk,
	 input         reset,
	 input [7:0]   decode_input,
	 output [2:0]  alu_ctrl,
	 output        pc_ctrl,
	 output [15:0] branch_address,
	 output reg    enable_a_reg,
	 output        enable_b_reg,
	 output        enable_c_reg,
	 output        enable_d_reg,
    output [7:0]  reg_wr_data
    );
	 assign reg_wr_data  =  decode_input;
	 reg [3:0] state;
	 localparam S0 = 'd0,
	            S1 = 'd1,
					S2 = 'd2;
	 always @(posedge clk)
	 begin
	     if(reset)
		      state <= S0;
		  else
		  begin
	         case(state)
				    S0:begin
					     if(decode_input == 'h3E)
						  begin
					         state <= S1;
						  end
						  else
						      state <= S0;
					 end
					 S1:begin
					    enable_a_reg <=  1'b1;
						 state <= S2;
					 end
					 S2:begin
					     enable_a_reg <=  1'b0;
						  state <= S0;
					 end
				endcase
		  end
	 end
endmodule
`timescale 1ns / 1ps
module prgm_cntr(
    input         clk,  
	 input         reset,
	 input         control,
	 input [15:0]  branch_addr,
	 output reg [15:0] pc
    );
	 always @(posedge clk)
	 begin
	     if(reset)
		      pc <= 16'd0;
		  else
		  begin
		      if(control)
				   pc <= branch_addr;
				else
				   pc <= pc + 1'd1;
		  end
	 end
endmodule
`timescale 1ns / 1ps
module proc_8085_top(
   input clock,
	input reset,
	input [2:0] op1_select,
	input [2:0] op2_select,
	output [15:0] a,
	input  [7:0] d
);
wire [7:0] reg_to_op1;
wire [7:0] reg_to_op2;
wire [7:0] alu_to_reg;
wire [7:0] reg_wr_data;
wire [2:0] alu_ctrl;
wire       pc_ctrl;
wire [15:0] branch_address;
ALU alu (
    .op1(reg_to_op1), 
    .op2(reg_to_op2), 
    .out(alu_to_reg), 
    .ctrl(alu_ctrl)
    );
register_file reg_file (
    .clk(clock), 
    .alu_out(alu_to_reg), 
    .mem_data(), 
    .reg_out1(reg_to_op1), 
    .reg_out2(reg_to_op2), 
    .op1_select(op1_select), 
    .op2_select(op2_select),
    .reg_wr_data(reg_wr_data),
    .enable_reg_a(enable_reg_a),
    .enable_reg_b(enable_reg_b),
    .enable_reg_c(enable_reg_c),
    .enable_reg_d(enable_reg_d),
	 .store_alu_a_reg()
    );
prgm_cntr pctr(
    .clk(clock),  
	 .reset(reset),
	 .control(pc_ctrl),
	 .branch_addr(branch_address),
	 .pc(a)
    );
decoder decoder (
    .clk(clock), 
    .reset(reset), 
    .decode_input(d), 
    .alu_ctrl(alu_ctrl), 
    .pc_ctrl(pc_ctrl), 
    .branch_address(branch_address), 
    .enable_a_reg(enable_reg_a), 
    .enable_b_reg(enable_reg_b), 
    .enable_c_reg(enable_reg_c), 
    .enable_d_reg(enable_reg_d), 
    .reg_wr_data(reg_wr_data)
    );	 
endmodule
module register_file(
input  wire  clk,
input [7:0]  alu_out,
input [7:0]  mem_data,
output reg [7:0] reg_out1,
output reg [7:0] reg_out2,
input [2:0]  op1_select,
input [2:0]  op2_select,
input [7:0]  reg_wr_data,
input        enable_reg_a,
input        enable_reg_b,
input        enable_reg_c,
input        enable_reg_d,
input        store_alu_a_reg
);
reg [7:0] A;
reg [7:0] B;
reg [7:0] C;
reg [7:0] D;
reg [7:0] E;
reg [7:0] H;
reg [7:0] L;
always @(*)
begin
    case(op1_select)
       3'd0:reg_out1 = A;
       3'd1:reg_out1 = B;
       3'd2:reg_out1 = C;
       3'd3:reg_out1 = D;
       3'd4:reg_out1 = E;
       3'd5:reg_out1 = H;
       3'd6:reg_out1 = L;
       3'd7:reg_out1 = mem_data;
    endcase
end
always @(*)
begin
    case(op2_select)
       3'd0:reg_out2 = A;
       3'd1:reg_out2 = B;
       3'd2:reg_out2 = C;
       3'd3:reg_out2 = D;
       3'd4:reg_out2 = E;
       3'd5:reg_out2 = H;
       3'd6:reg_out2 = L;
       3'd7:reg_out2 = 8'd1;
    endcase
end
always @(posedge clk)
begin
   if(enable_reg_a)
       A <= reg_wr_data;
	else if(store_alu_a_reg)
	    A <= alu_out;
end
endmodule
module ALU(
   input  wire [7:0] op1,
   input  wire [7:0] op2,
   output reg  [7:0] out,
   input  wire [2:0] ctrl
);
wire [7:0] add_out;
wire [7:0] sub_out;
wire [7:0] ral_out;
wire [7:0] rar_out;
wire [7:0] and_out;
wire [7:0] or_out;
wire [7:0] xor_out;
wire [7:0] not_out;
assign add_out = op1 + op2;
assign sub_out = op1 - op2;
assign ral_out = {op1[6:0],op1[7]};  
assign rar_out = {op1[0],op1[7:1]};  
assign and_out = op1 & op2;
assign or_out  = op1 | op2;
assign xor_out = op1 ^ op2;
assign not_out = ~op1;
always @(*) 
begin
    case(ctrl)
       3'b000:begin
        out = add_out;
       end
       3'b001:begin
        out = sub_out;
       end
       3'b010:begin
        out = ral_out;
       end
       3'b011:begin
        out = rar_out;
       end
       3'b100:begin
        out = and_out;
       end
       3'b101:
       begin
        out = or_out;
       end
       3'b110:begin
        out = xor_out;
       end
       3'b111:begin
        out = not_out;
       end
    endcase
end
endmodule
--- flow/run.sh ---
#!/bin/bash
# OpenROAD 26Q1-2900-gdf79404cd8, Yosys 0.63+post, stock flow scripts
make -C /OpenROAD-flow-scripts/flow DESIGN_CONFIG=/design/flow/config.mk WORK_HOME=/design/flow/orfs finish
==> flow_summary.ini <==
; yosys + openroad results
[layout]
top_regs = pctr.pc: 16 flops
syn_to_final_growth_pct = 39.7
largest_reg_flops = 16
fillers = 443
top_register = pctr.pc
final_cells = 149
drive_above_1_share = 0.131

[clock_network]
clock_latency_ns = 0.25
ctsResizeCount = 0
cts_max_level = 1
hold_buffers = 0
clock-root-buffer = clkbuf_8
cts_tree = done
cts_setup_buffers = 0
numCtsBuffers = 3
clk_path_buf_depth = 2
clk_pin_slew_worst_paths_ns = 0.06
cts_num_sinks = 16

[timing]
post-route-min-period_ns = 1.75
fmaxAchievable_mhz = 572
rsz0062_at_grt = false
final.setup_skew_ns = 0.00246
worst_pin_slew_ns = 0.367
tns_ns = 0
fin_crit_sh = 0.760
maxSlewHeadroom = 0.755
hold_violations = 0
slew_violations = 0
setup_viol = 0

[global_routing]
grtUsageTotal = 0.0452
grt_pass1_wl_um = 2780
gr-total-overflow = 0
antenna_found_initial = 0
grt_pass1_vias = 584
grt_max_degree = 12

[synth]
top_cells_by_count = dfxtp_1, nor2_1, a21oi_1
netlist_instances = 79
mux_share = 0.0622
syn_area_um2 = 724
yosys-stat-cells = 79
synth_flops = 16
ff_type = dfxtp_1
yosysTopAreaCell = dfxtp_1
yosys.area_share.aoi = 0.111
yosys-stat-area_um2 = 724
top_cells_by_area = dfxtp_1, mux2_2, a21oi_1
yosys_warnings = 25
ys_sh_simple = 0.306
ys_async_sr_fraction = 0
ys_seq_frac = 0.442
synthXorXnorAreaFrac = 0.0363
top_logic_kind = simple AND/OR/NAND/NOR gates
top_area_frac = 0.442
synthAdderAreaFrac = 0.0173
yosysUniqueCellTypes = 23
synth-edff-count = 0
synth.most_common_cell = dfxtp_1
syn_area_per_cell_um2 = 9.17

[detailed_routing]
detail-route-antenna-nets = 0
via_count = 649
wl_um = 1730
drc = 0
wl_per_cell_um = 11.6
via_per_inst = 4.36
firstDrtPassIters = 4
drtIter0Drc = 71
diodes = 0

[setup_path]
end_kind = flip-flop
worstPathArrival_ns = 1.88
path_max_fanout = 9
crit_type = flip-flop to flip-flop
cp-start-kind = flip-flop
worst_ep_required_time_ns = 2.44

[floorplanning]
die_w_um = 86
fp-row-count = 23
io_pins = 32
fp_util = 0.176
coreArea_um2 = 4120
fp.dieH_um = 86
die-area_um2 = 7400

[power]
power_density_nw_per_um2 = 555
p_leak_uw = 0.000332
power_uw = 561
ir_worst_vdd_mv = 0.429

[min_path]
holdCritPathClass = flip-flop to flip-flop

[place]
port_buffers = 17
gp_congestion = 0.710
dp_cells = 145
place_hpwl_um = 1280

[flow_run]
drv_cap = 0
warning_count = 39

[status]
status = finished, final reports clean
## placed cells by master, fill, tap and decap left out
master,n
dfxtp_1,16
nand4_1,2
nand3_2,1
clkbuf_8,4
mux2_2,4
o31ai_1,4
buf_4,1
inv_1,3
nand4_4,1
xor2_1,2
clkdlybuf4s50_1,17
or3_2,1
a21oi_1,7
or4_1,4
o21ai_0,3
ha_1,1
nand4_2,1
nor4_1,4
nand3_1,4
nor2_1,9
xnor2_1,1
or3_1,2
nand2_1,3
nor2b_1,4
## final timing paths
kind              depth (start not counted)  slack (ns)     endpoint  startpoint
hold / removal                            1        0.49   pctr.pc[0]  pctr.pc[0]
setup reg to reg                          4        0.55  pctr.pc[14]  pctr.pc[0]
hold reg to reg                           1        0.49   pctr.pc[0]  pctr.pc[0]
setup / recovery                          4        0.55  pctr.pc[14]  pctr.pc[0]
## stage by stage
stage	utilization	hold WS, ns	setup WS, ns	cell area [um2]
finish	0.246	0.493	0.553	1010
global route	0.246	0.511	0.469	1010
CTS	0.246	0.497	0.542	1010
detailed placement	0.233	0.486	0.573	957
global placement	0.233	0.482	0.602	957
floorplan	-	0.441	0.783	724
## where the power goes
| group | switching [uW] | leakage (uW) | total (uW) | internal [uW] |
|---|---|---|---|---|
| registers | 7.26 | 0.000129 | 289 | 282 |
| clock network | 94.9 | 0.0000288 | 247 | 152 |
| logic | 11.5 | 0.000174 | 25.8 | 14.4 |
## worst max-delay path, cell delays in order (launching register included)
cell	delay, ns
dfxtp_1	0.42
ha_1	0.28
nand4_4	0.18
nor4_1	0.38
mux2_2	0.37
## metal layers
metal / wire length (um) / vias up / global-route usage
met5: 0 / - / 0
met4: 11 / 0 / 0.00299
met3: 162 / 2 / 0.0219
met2: 760 / 17 / 0.0676
met1: 797 / 299 / 0.0600
li1: - / 331 / -
## cell type report
type / count / area [um2] / area share
clock buffer: 4 / 55.1 / 0.0544
inverter: 3 / 11.3 / 0.0111
multi-input combinational: 58 / 385 / 0.381
sequential: 16 / 320 / 0.316
tap: 50 / 62.6 / 0.0618
timing repair buffer: 18 / 178 / 0.176
## kinds of logic after synthesis
kind of cell,count (synthesis)
simple gates,36
compound gates,14
mux,4
buf+inv,5
xor+xnor,3
fa+ha+maj,1
flops,16
Power and IR drop assume default switching activity.
